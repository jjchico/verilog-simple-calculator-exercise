**flow/constraint.sdc**
```tcl
current_design seg7_4d_ctrl_dec_tc

set clk_period 9.5
set clk_io_pct 0.2

create_clock -name clk0 -period $clk_period [get_ports {clk}]

set non_clock_inputs [all_inputs -no_clocks]
set_input_delay [expr $clk_period * $clk_io_pct] -clock clk0 $non_clock_inputs
set_output_delay [expr $clk_period * $clk_io_pct] -clock clk0 [all_outputs]
```
**flow/design.v**
```verilog
module bin_to_bcd_8 (
    input wire [7:0] bin,    
    output reg [9:0] dec     
    );
    reg [7:0] b;      
    integer i;         
    always @* begin
        b = bin;
        dec = 10'd0;
        for (i=0; i<7; i=i+1) begin
            {dec,b} = {dec,b} << 1;
                if (dec[7:4] > 4)         
                    dec[7:4] = dec[7:4] + 4'd3;
                if (dec[3:0] > 4)         
                    dec[3:0] = dec[3:0] + 4'd3;
        end
        {dec,b} = {dec,b} << 1;   
    end
endmodule  
module seg7_4d_ctrl_raw #(
    parameter CDBITS = 18,       
    parameter POL = 0,           
    parameter SELECT_POL = 0     
    )(
    input wire clk,              
    input wire [15:0] d,         
    input wire [3:0] on_mask,    
    input wire [3:0] dp_in,      
    input wire [3:0] sign_mask,  
    output wire [0:6] seg,       
    output wire [3:0] select,    
    output wire dp               
    );
    reg [CDBITS-1:0] counter = 0;    
    wire [1:0] csel;                 
    reg [3:0] digit;                 
    reg [0:6] iseg;                  
    reg [3:0] iselect;               
    reg [3:0] idp;                   
    function [0:6] sseg_convert(
        input [3:0] d
    );
        case (d)
        4'h0: sseg_convert = 7'b1111110;
        4'h1: sseg_convert = 7'b0110000;
        4'h2: sseg_convert = 7'b1101101;
        4'h3: sseg_convert = 7'b1111001;
        4'h4: sseg_convert = 7'b0110011;
        4'h5: sseg_convert = 7'b1011011;
        4'h6: sseg_convert = 7'b1011111;
        4'h7: sseg_convert = 7'b1110000;
        4'h8: sseg_convert = 7'b1111111;
        4'h9: sseg_convert = 7'b1111011;
        4'ha: sseg_convert = 7'b1110111;
        4'hb: sseg_convert = 7'b0011111;
        4'hc: sseg_convert = 7'b1001110;
        4'hd: sseg_convert = 7'b0111101;
        4'he: sseg_convert = 7'b1001111;
        4'hf: sseg_convert = 7'b1000111;
        default: sseg_convert = 7'hxx;
        endcase
    endfunction
    always @(posedge clk)
        counter = counter + 1;
    assign csel = counter[CDBITS-1:CDBITS-2];
    always @*
        case (csel)
        2'd0: digit = d[3:0];
        2'd1: digit = d[7:4];
        2'd2: digit = d[11:8];
        2'd3: digit = d[15:12];
        endcase
    always @* begin
        iselect = 4'h0;
        iselect[csel] = on_mask[csel];
        idp = dp_in[csel];
        if(on_mask[csel])
            if(sign_mask[csel])
                iseg = 7'b0000001;
            else
                iseg = sseg_convert(digit);
        else
            iseg = 0;
    end
    assign seg = POL ? iseg : ~iseg;
    assign select =  SELECT_POL ? iselect : ~iselect;
    assign dp = POL ? idp : ~idp;
endmodule  
module seg7_4d_pad (
    input wire [15:4] d,         
    input wire sign,             
    output reg [3:0] on_mask,    
    output reg [3:0] sign_mask   
);
    wire [3:0] d3, d2, d1, d0;
    reg [4:0] sign_mask_i;
    reg [4:0] on_mask_i;
    assign d3 = d[15:12];
    assign d2 = d[11:8];
    assign d1 = d[7:4];
    always @* begin
        sign_mask_i = {sign,4'b0};              
        on_mask_i = {sign,4'b1111};             
        if(d3 == 4'd0) begin                    
            sign_mask_i = sign_mask_i >> 1;
            on_mask_i = on_mask_i >> 1;
            if (d2 == 4'd0) begin
                sign_mask_i = sign_mask_i >> 1;
                on_mask_i = on_mask_i >> 1;
                if (d1 == 4'd0) begin
                    sign_mask_i = sign_mask_i >> 1;
                    on_mask_i = on_mask_i >> 1;
                end
            end
        end
        if(sign_mask_i[4] == 1'b1) begin     
            sign_mask = 4'b1111;             
            on_mask = 4'b1111;
        end
        else begin                           
            sign_mask = sign_mask_i[3:0];
            on_mask = on_mask_i[3:0];
        end
    end
endmodule  
module seg7_4d_ctrl_hex #(
    parameter CDBITS = 18,       
    parameter POL = 0,           
    parameter SELECT_POL = 0     
    )(
    input wire clk,              
    input wire [15:0] d,         
    input wire [3:0] dp_in,      
    input wire sign,             
    output wire [0:6] seg,       
    output wire [3:0] select,    
    output wire dp               
);
    wire [3:0] on_mask;
    wire [3:0] sign_mask;
    seg7_4d_ctrl_raw #(
        .CDBITS(CDBITS),
        .POL(POL),
        .SELECT_POL(SELECT_POL)
    ) seg7_4d_ctrl_raw (
        .clk(clk),
        .d(d),
        .on_mask(on_mask),
        .dp_in(dp_in),
        .sign_mask(sign_mask),
        .seg(seg),
        .select(select),
        .dp(dp)
    );
    seg7_4d_pad seg7_4d_pad (
        .d(d[15:4]),             
        .sign(sign),             
        .on_mask(on_mask),       
        .sign_mask(sign_mask)
    );
endmodule  
module seg7_4d_ctrl_dec_tc #(
    parameter CDBITS = 18,       
    parameter POL = 0,           
    parameter SELECT_POL = 0     
    )(
    input wire clk,              
    input wire signed [7:0] d,   
    input wire [3:0] dp_in,      
    output wire [0:6] seg,       
    output wire [3:0] select,    
    output wire dp               
);
    reg [7:0] bin;
    wire [9:0] dec;
    reg sign;
    always @* begin
        if(d < 0) begin
            bin = -d;
            sign = 1'b1;
        end else begin
            bin = d;
            sign = 1'b0;
        end
    end
    bin_to_bcd_8 bin_to_bcd_8 (
        .bin(bin),
        .dec(dec)
    );
    seg7_4d_ctrl_hex #(
        .CDBITS(CDBITS),
        .POL(POL),
        .SELECT_POL(SELECT_POL)
    ) seg7_4d_ctrl_hex (
        .clk(clk),
        .d({6'd0,dec}),
        .dp_in(dp_in),
        .sign(sign),
        .seg(seg),
        .select(select),
        .dp(dp)
    );
endmodule  
```
**flow/run.sh**
```bash
#!/bin/bash
# OpenROAD 26Q1-2900-gdf79404cd8, Yosys 0.63+post, stock flow scripts
make -C /OpenROAD-flow-scripts/flow DESIGN_CONFIG=/design/flow/config.mk WORK_HOME=/design/flow/orfs finish
```
**flow/config.mk**
```make
export PLATFORM = sky130hd
export DESIGN_NAME = seg7_4d_ctrl_dec_tc
export DESIGN_NICKNAME = seg7_4d_ctrl_dec_tc
export VERILOG_FILES = /design/flow/design.v
export SDC_FILE = /design/flow/constraint.sdc
export NUM_CORES = 4
export LEC_CHECK = 1
export CORE_AREA = 10 10 97 97
export DIE_AREA = 0 0 107 107
```
==> flow_metrics.tcl <==
# flow metrics
set metrics [dict create \
    cts_root_buf "clkbuf_8" \
    drc 0 \
    first_pass_iters 5 \
    grt_use_total 0.123 \
    fp_util 0.368 \
    endpoint_kind "primary output" \
    cts_tree "built" \
    crit_arrival_ps 7440 \
    r2r-end "seg7_4d_ctrl_hex.seg7_4d_ctrl_raw.counter[14]$_DFF_P_" \
    htreeDepth 1 \
    grt_pass1_wl_um 12300 \
    required_ps 7600 \
    fillers 646 \
    rsz0062_at_grt "yes" \
    cellLeakagePower_nw 1.77 \
    yosys.stat.seqShare 0.134 \
    num_vias 2935 \
    syn_avg_cell_area_um2 7.92 \
    critPathSlowestCell "clkdlybuf4s50_1" \
    hold_buffers 0 \
    drt-wirelength-per-cell_um 13.2 \
    status "completed" \
    wirelength_um 7330 \
    synthMostInstantiatedCell "nor2_1" \
    ys_cells 339 \
    synthArstFlopShare 0 \
    postRouteAntennaNets 0 \
    preCtsSetupSlack_ps -571 \
    max_freq_ghz 0.107 \
    fin_util 0.565 \
    finalSetupViolCount 0 \
    yosysTopAreaCell "dfxtp_1" \
    yosys-top-cells-count "36 x nor2_1, 25 x nand2_1, 24 x ha_1" \
    ys.flops 18 \
    drive_gt1_frac 0.410 \
    power_density_nw_per_um2 134 \
    syn-cell-area_um2 2690 \
    holdWs_ps 451 \
    irDropWorstVdd_mv 0.105 \
    holdPathStages 1 \
    criticalPathCategory "primary input to primary output" \
    numCtsBuffers 3 \
    synthesis.instances 339 \
    slew_violations 0 \
    n_antenna_cell 0 \
    crit_start "d[3]" \
    r2r_slack_ps 7670 \
    worstMarginPinSlew_ps 651 \
    period_used_share 0.983 \
    pin_count 25 \
    stdcell_area_um2 4120 \
    hold_path_class "flip-flop to flip-flop" \
    p_total_mw 0.552 \
    ys_area_um2 2690 \
    viasPerCell 5.29 \
    start_kind "primary input" \
    rows 31 \
    crit_top_cell "buf_4" \
    final.setup.tns_ps 0 \
    warnings 43 \
    reg2reg_from "seg7_4d_ctrl_hex.seg7_4d_ctrl_raw.counter[2]$_DFF_P_" \
    synth_cell_type_count 72 \
    finalHoldViolCount 0 \
    clk_pin_slew_ps 60 \
    area_leaders "dfxtp_1 13%, ha_1 11%, xnor2_1 6.8%, nor2_1 5.0%, mux2i_1 4.1%" \
    die_w_um 107 \
    antenna_found_initial 0 \
    instances_no_fill 555 \
    fin_crit_ps 9340 \
    grt_pass1_vias 2726 \
    reg2regPathDepth 8 \
    globalRoute.totalOverflow 0 \
    yosysWarningCount 4 \
    cts_max_path_buffers 2 \
    top_cell_area_share 0.134 \
    hpwl_um 5500 \
    dieHeight_um 107 \
    dpl.cell_count 524 \
    fin_skew_ps 1.25 \
    setup_ws_ps 158 \
    synthFlopType "dfxtp_1" \
    core_um2 7290 \
    cap_violations 0 \
    drt_first_iter_violations 116 \
    dpl_cell_area_um2 3530 \
    path_max_fanout 4 \
    clock_latency_ps 250 \
    relSlewSlack 0.554 \
    io_buffers 24 \
    grt_start_max_net_pins 15 \
    area_growth_pct 53.3 \
    max_stage_delay_ps 460 \
    die_area_um2 11400 \
    min-delay-start "seg7_4d_ctrl_hex.seg7_4d_ctrl_raw.counter[4]$_DFF_P_" \
    largest_register_ffs 18 \
    edf_count 0 \
    clock-sinks 18 \
    whs_endpoint "seg7_4d_ctrl_hex.seg7_4d_ctrl_raw.counter[4]$_DFF_P_" \
    place_congestion 0.936 \
]
cells by family after synthesis:
| logic type | count (synthesis) | synth area share |
|---|---|---|
| adders and majority gates | 24 | 0.112 |
| AOI/OAI and AO/OA | 92 | 0.259 |
| xor gates and xnor gates | 31 | 0.129 |
| muxes | 15 | 0.0619 |
| buffers and inverters | 33 | 0.0550 |
| DFF | 18 | 0.134 |
| and+or+nand+nor | 126 | 0.249 |
area by class of cell:
type | instances | area [um^2] | share of cell area
tap | 99 | 124 | 0.0301
timing repair buffer | 122 | 981 | 0.238
inverter | 23 | 86.3 | 0.0210
clock buffer | 4 | 55.1 | 0.0134
sequential | 18 | 360 | 0.0875
multi-input combinational | 289 | 2510 | 0.610
per-layer routing:
layer  part of all wire  routed length [um]  GRT usage
met1               0.49                3620      0.181
met3              0.051                 377     0.0121
met2               0.45                3290      0.198
met4             0.0057                  42     0.0145
met5                  0                   0          0
how the worst max path moves through the flow:
| stage | slack [ps] | cells after the start | to |
|---|---|---|---|
| after CTS | 7 | 32 | seg[3] |
| after global routing | -160 | 34 | seg[4] |
| final | 160 | 34 | seg[1] |
timing repair:
item / in CTS / in global routing
endpoints found under the setup margin: 10 / 10
gates resized: 45 / 66
pin swaps: 19 / 32
buffers inserted: 11 / 15
gates cloned: 0 / 1
report_power, final:
group	leakage, nW	switching, mW	total (mW)	internal (mW)
Sequential	0.145	0	0.0754	0.0754
Combinational	1.60	0.190	0.416	0.226
Clock	0.0288	0.0241	0.0609	0.0368
Total	1.77	0.214	0.552	0.338
layout by cell type, fill, tap and decap left out, drive strengths merged, types with 4 or more instances in the layout:
cell type	count
buf	98
nor2	36
nand2	25
ha	24
xnor2	23
inv	22
o21ai	20
nand3	19
dfxtp	18
a21oi	16
nor3	13
mux2i	11
clkbuf	10
clkdlybuf4s50	8
and3	8
dlymetal6s2s	7
a211oi	7
xor2	6
o211ai	5
a31oi	4
nor4	4
o21a	4
critical path, delay by kind of cell:
kind                     cells  cell delay (ps)
AND-OR/OR-AND               12             1980
XOR/XNOR                     3              480
adder cells (fa/ha/maj)      3              540
buffers and inverters        7             1260
multiplexers                 1              130
AND/OR/NAND/NOR              8             1140
Power figures rest on the tool's default switching activity, not on a simulated workload.
